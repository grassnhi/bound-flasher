### flow/run.sh
#!/bin/bash
# OpenROAD 26Q1-2900-gdf79404cd8, Yosys 0.63+post, stock flow scripts
make -C /OpenROAD-flow-scripts/flow DESIGN_CONFIG=/design/flow/config.mk WORK_HOME=/design/flow/orfs finish
### flow/config.mk
export PLATFORM = sky130hd
export DESIGN_NAME = bound_flasher
export DESIGN_NICKNAME = bound_flasher
export VERILOG_FILES = /design/flow/design.v
export SDC_FILE = /design/flow/constraint.sdc
export NUM_CORES = 4
export LEC_CHECK = 1
export CORE_AREA = 10 10 93 93
export DIE_AREA = 0 0 103 103
### flow/constraint.sdc
current_design bound_flasher

set clk_period 1.6
set clk_io_pct 0.2

create_clock -name clk0 -period $clk_period [get_ports {clk}]

set non_clock_inputs [all_inputs -no_clocks]
set_input_delay [expr $clk_period * $clk_io_pct] -clock clk0 $non_clock_inputs
set_output_delay [expr $clk_period * $clk_io_pct] -clock clk0 [all_outputs]
### flow/design.v
module bound_flasher(
    input wire rst,
    input wire clk,
    input wire flick,
    output reg [15:0] LEDs
);
    reg [2:0] next_state;
    reg [2:0] current_state;
    reg [15:0] LEDsTemp;
    parameter   INIT            =  3'b000,
			    ON_0_TO_5 	    =  3'b001,
			    OFF_5_TO_0  	=  3'b010,
			    ON_0_TO_10  	=  3'b011,
			    OFF_10_TO_5  	=  3'b100,
			    ON_5_TO_15 	    =  3'b101,
                OFF_15_TO_0     =  3'b110,
                BLINK           =  3'b111;
    always @(posedge clk or negedge rst) begin
        if (rst == 1'b0) begin
            current_state <= INIT;
            LEDs <= 16'b0;
        end
        else begin
            current_state <= next_state;
            LEDs <= LEDsTemp;
        end
    end
    always @(next_state or LEDs) begin
        case (next_state)
            INIT: begin
                LEDsTemp = 16'b0;
            end
            ON_0_TO_5: begin
                LEDsTemp = (LEDs << 1) | 1;
            end
            OFF_5_TO_0: begin
                LEDsTemp = LEDs >> 1;
            end
            ON_0_TO_10: begin
                LEDsTemp = (LEDs << 1) | 1;
            end
            OFF_10_TO_5: begin
                LEDsTemp = LEDs >> 1;
            end
            ON_5_TO_15: begin
                LEDsTemp = (LEDs << 1) | 1;
            end
            OFF_15_TO_0: begin
                LEDsTemp = LEDs >> 1;
            end
            BLINK: begin
                LEDsTemp = 16'b1111111111111111;
            end
            default: LEDsTemp = 16'b0;
        endcase
    end
    always @(flick or current_state or LEDs or rst) begin
        if (rst == 1'b0) begin
            next_state = INIT;
        end
        else begin
            case (current_state)
                INIT: begin
                    next_state = (flick == 1) ? ON_0_TO_5 : INIT;
                end
                ON_0_TO_5: begin
                    next_state = (LEDs[5] == 1) ? OFF_5_TO_0 : ON_0_TO_5;
                end
                OFF_5_TO_0: begin
                    next_state = (LEDs[0] == 0) ? ON_0_TO_10 : OFF_5_TO_0;
                end
                ON_0_TO_10: begin
                    if (flick == 1 && LEDs[10] == 1) begin
                        next_state = OFF_5_TO_0;
                    end
                    else if (flick == 1 && LEDs[5] == 1 && LEDs[6] == 0) begin
                        next_state = OFF_5_TO_0;
                    end 
                    else if (flick == 0 && LEDs[10] == 1) begin
                        next_state = OFF_10_TO_5;
                    end 
                end
                OFF_10_TO_5: begin	
                    next_state = (LEDs[5] == 0) ? ON_5_TO_15 : OFF_10_TO_5;
                end
                ON_5_TO_15: begin
                    if (flick == 1 && LEDs[5] == 1 && LEDs[6] == 0) begin
                        next_state = OFF_10_TO_5;
                    end
                    else if (flick == 1 && LEDs[10] == 1 && LEDs[11] == 0) begin
                        next_state = OFF_10_TO_5;
                    end
                    else if (LEDs[15] == 1) begin
                        next_state = OFF_15_TO_0;
                    end 
                end
                OFF_15_TO_0: begin
                    next_state = (LEDs[0] == 0) ? BLINK : OFF_15_TO_0;
                end
                BLINK:
                    next_state = INIT;
                default: next_state = INIT;
            endcase
        end
    end
endmodule
==> results_slide.txt <==
Key Metrics from the Run

Detailed routing
  – Drt initial violations: 42
  – Vias per inst: around 3.9
  – Antenna diode count: 0
  – Post-Route WL: 2.21 mm
  – Vias post-DR: 764
  – First drt pass iteration count: 4
  – Post-route DRC: 0
  – Wire per inst: 11.3 µm
  – Antenna Nets Post-Route: 0

Layout
  – Fill cells: 759
  – Area Growth Syn to Fin: 32.9%
  – Comb gate area: 369 µm²
  – Flop area: 520 µm²
  – Layout cells sized above 1: under 10%

Power and ir drop
  – Tot Pwr: ~0.00083 W
  – Pwr dens: 670 mW/mm²
  – Leak: 0.493 nW
  – Peak supply drop: 0.189 mV

Yosys
  – Dominant cell type by area after synthesis: dfrtp_1
  – Number of flops mapped to enable cells by yosys: 0
  – Post-Syn Area: ~930 µm²
  – Most common cell in the synthesized netlist: a21oi_1
  – Most common reg cell: dfrtp_1
  – Ys async rst share: 86.4%
  – Post-synth top cells: a21oi_1, dfrtp_1, nor2_1, clkbuf_1, nand2_1
  – Avg Cell Area, Syn: approximately 9.4 µm²
  – Cell count in the Yosys report: 99
  – Area reported by Yosys stat: 928 µm²
  – Top cells, area: dfrtp_1, a21oi_1, nor2_1
  – Ys flops: 22
  – Dominant cell area share: 51.2%
  – Yosys warning count: 1
  – Cells after Synth: 99
  – Cell Type Count: 26

Final timing
  – Clock Skew: 0.000599 ns
  – Max_slew headroom: 64.1%
  – Pin slew with the least headroom to its limit: 0.538 ns
  – Final hold vios: 0
  – Endpoints left unconstrained: 6
  – F_max: about 660 MHz
  – Setup-failing EPs final: 0
  – RSZ-0062 raised after global routing: no
  – Register pins left without a clock: 3
  – Final Max Slew Viols: 0
  – Min cycle time layout: 1.51 ns
  – TNS Setup: 0 ns
  – Tcrit/Tclk final: 94.5%

Worst setup path
  – Worst Path Max Fanout: 6
  – Crit path required time: approximately 1.3 ns
  – CP endpoint kind: output pin
  – Setup CP Type: reg -> out
  – CP cell instances: clkdlybuf4s50_1
  – Worst Path Arrival: about 1.2 ns
  – Startpoint Class: flop
  – Buf+Inv Stages, Crit Path: 1
  – Slowest CP cell: clkdlybuf4s50_1
  – Slowest stage delay, CP: between 0.5 and 0.6 ns
  – Family with the most delay on the worst path: buffers and inverters

Global routing
  – Initial antenna violation count: 0
  – Total GRT Usage: approximately 4.5%
  – Grt total ovfl: 0
  – Vias in the first global route: approximately 790
  – First-pass GRT wire length: 3.86 mm
  – Largest net degree at the start of global routing: 32

Clocking
  – CTS tree: yes
  – Post-CTS Setup Inserts: 0
  – Num CTS Buffers: 3
  – CTS clk-pin slew, worst paths: about 0.07 ns
  – CTS Root Cell: clkbuf_8
  – Hold_buf cts: 0
  – H-tree depth: 1
  – Cts repair resizes: 0
  – Worst skew pair latency: around 0.25 ns
  – Max Buffers Root-to-Sink: 2

Floorplanning
  – Std cell rows: 30
  – DIE AREA: between 0.01 and 0.015 mm²
  – Die span in x: 103 µm
  – Die H: 103 µm
  – Ports: 19
  – Pre-Place Util: between 10% and 20%
  – Core Footprint: 0.00676 mm²

Placed design
  – I/O Buffers: 18
  – RePlAce Congestion: around 0.76
  – HPWL after DPL: 1.62 mm

Hold path
  – HP Class: in -> async

Run
  – Max cap viols: 0
  – Count of tool warnings: 25

Outcome
  – Outcome: finished clean
[placed cells by master (no fill, tap or decap)]
master           instances
a21boi_0                 1
a21o_1                   1
a21oi_1                 29
a31oi_1                  1
and2_1                   1
and2b_2                  1
buf_4                    2
clkbuf_1                 1
clkbuf_8                 3
clkdlybuf4s50_1         18
dfrtp_1                 19
dlxtn_1                  3
inv_1                    1
maj3_1                   1
nand2_1                  4
nand2b_1                 1
nand4b_1                 2
nor2_1                  16
nor2b_1                  1
nor3b_1                  1
nor4b_1                  1
o21a_1                   1
o21ai_0                  2
o21ai_2                  1
o221a_2                  1
or2_2                    1
or3_1                    2
[logic make-up (layout without fill, tap and decap cells)]
| group | Yosys count | count (layout) | synth area share (%) |
|---|---|---|---|
| compound gates | 37 | 37 | 22.0 |
| fa+ha+maj | 1 | 1 | 1.08 |
| buf+inv | 8 | 25 | 4.18 |
| flops | 19 | 19 | 51.2 |
| latches | 3 | 3 | 4.85 |
| simple gates | 31 | 31 | 16.7 |
[worst paths after layout]
kind,start,endpoint,slack [ns],cells after the start
min,rst,LEDs[2]$_DFF_PN0_,0.41,2
max,LEDs[10]$_DFF_PN0_,LEDs[10],0.09,1
min in group clk0,LEDs[1]$_DFF_PN0_,LEDs[0]$_DFF_PN0_,0.53,1
max reg2reg,LEDs[5]$_DFF_PN0_,LEDs[6]$_DFF_PN0_,0.82,2
max in group asynchronous,rst,current_state[0]$_DFF_PN0_,0.97,2
min reg2reg,LEDs[1]$_DFF_PN0_,LEDs[0]$_DFF_PN0_,0.53,1
[registers in the layout (all words and copies together) (netlist names)]
name / count
next_state: 3
current_state: 3
LEDs: 16
[worst reg2reg max path, delay by kind of cell (launching register included)]
family,cells,cell delay (ns)
DFF,1,0.43
and+or+nand+nor,1,0.15
AOI/OAI and AO/OA,1,0.08
[cell type report]
class,count,area share (%)
Sequential cell,22,42.2
Multi-Input combinational cell,69,29.9
Timing Repair Buffer,20,15.8
Tap cell,80,8.11
Clock buffer,4,3.65
Inverter,1,0.304
[metal layers]
metal	GRT usage (%)	share of wire [%]
met1	5.74	45
met3	1.62	8.2
met5	0	0
met2	7.17	46
met4	0.749	0.72
[stage by stage]
step | cell area, µm² | setup slack (ns) | utilization [%] | std cells | hold WS (ns)
6_report | 1230 | 0.0876 | 18.3 | 196 | 0.412
5_1_grt | 1230 | 0.0233 | 18.3 | 196 | 0.444
4_1_cts | 1230 | 0.0537 | 18.3 | 196 | 0.414
3_5_place_dp | 1190 | 0.337 | 17.6 | 192 | 0.520
3_3_place_gp | 1190 | 0.352 | 17.6 | 192 | 0.503
2_1_floorplan | 928 | 0.897 | - | 99 | 0.0244
[power by group]
| group | internal (W) | total (W) | switching [W] |
|---|---|---|---|
| Combinational | 0.00000824 | 0.0000215 | 0.0000132 |
| Sequential | 0.000481 | 0.000481 | 0.0000000316 |
| Clock | 0.000177 | 0.000325 | 0.000149 |
| Total | 0.000665 | 0.000827 | 0.000162 |
Power is estimated from default activity; no workload was simulated.
